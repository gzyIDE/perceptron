## design/flow/run.sh

```bash
#!/bin/bash
# OpenROAD 26Q1-2900-gdf79404cd8, Yosys 0.63+post, stock flow scripts
make -C /OpenROAD-flow-scripts/flow DESIGN_CONFIG=/design/flow/config.mk WORK_HOME=/design/flow/orfs finish
```

## design/flow/config.mk

```make
export PLATFORM = sky130hd
export DESIGN_NAME = cnt_bits
export DESIGN_NICKNAME = cnt_bits
export VERILOG_FILES = /design/flow/design.v
export SDC_FILE = /design/flow/constraint.sdc
export NUM_CORES = 4
export LEC_CHECK = 1
export CORE_UTILIZATION = 30
```

## design/flow/constraint.sdc

```tcl
current_design cnt_bits

set clk_period 13.0
set clk_io_pct 0.2

create_clock -name clk0 -period $clk_period

set non_clock_inputs [all_inputs -no_clocks]
set_input_delay [expr $clk_period * $clk_io_pct] -clock clk0 $non_clock_inputs
set_output_delay [expr $clk_period * $clk_io_pct] -clock clk0 [all_outputs]
```

## design/flow/design.v

```verilog
module cnt_bits #(
	parameter IN = 128,				 
	parameter ACT = 1'b1,			 
	parameter OUT = $clog2(IN) + 1	 
)(
	input wire [IN-1:0]			in,
	output wire [OUT-1:0]		out
);
	localparam LOG2_IN = $clog2(IN);
	localparam EIN = 1 << LOG2_IN;		 
	localparam STAGE = LOG2_IN;
	localparam ELMS = EIN - 1;
	wire [OUT-1:0]				res [ELMS-1:0];
	assign out = res[ELMS-1];
	generate
		genvar gi, gj;
		for ( gi = 0; gi < EIN / 2; gi = gi + 1 ) begin : ST0
			wire [1:0]		res_each;
			if ( 2*gi+1 < IN ) begin : valid
				sub_cnt #(
					.IN		( 1 )
				) sub_cnt (
					.in1	( ( in[gi*2] == ACT ) ),
					.in2	( ( in[gi*2+1] == ACT ) ),
					.out	( res_each )
				);
			end else if ( 2*gi < IN ) begin : half
				assign res_each = in[gi*2];
			end else begin : zero
				assign res_each = 2'b00;
			end
			assign res[gi] = {{OUT-2{1'b0}}, res_each};
		end
		for ( gi = 2; gi <= STAGE; gi = gi + 1 ) begin : ST
			for ( gj = 0; gj < EIN >> gi; gj = gj + 1 ) begin : elm
				wire [gi:0]		res_each;
				sub_cnt #(
					.IN		( gi )
				) sub_cnt (
					.in1	( res[(gj*2)+(EIN-(EIN>>(gi-2)))][gi-1:0] ),
					.in2	( res[(gj*2+1)+(EIN-(EIN>>(gi-2)))][gi-1:0] ),
					.out	( res_each )
				);
				assign res[gj+(EIN-(EIN>>(gi-1)))]
					= {{OUT-(gi+1){1'b0}}, res_each};
			end
		end
	endgenerate
endmodule
module sub_cnt #(
	parameter IN = 1, 
	parameter OUT = IN + 1
)(
	input wire [IN-1:0]		in1,
	input wire [IN-1:0]		in2,
	output wire [OUT-1:0]	out
);
	assign out = in1 + in2;
endmodule
```

==> ci_impl_report.md <==
### Metrics collected by this job

| Metric | Value |
|---|---|
| CLK BUF | `0` |
| Pins Over Slew Limit | `0` |
| Initial antenna violation count | `0` |
| Synth area leaders | `fa_1, inv_1, ha_1, xnor2_1, a21o_1` |
| CP endpoint kind | `output port` |
| WS Path Type | `input pin to output port` |
| Required time worst endpoint | `10.40 ns` |
| I/O pin count | `136` |
| DRT Wirelength | `5440 µm` |
| Final hold slack | `6.23 ns` |
| Cell area after layout | `4960 µm²` |
| Chip Area | `11900 µm²` |
| Vias in the first global route | `2364` |
| Relative slew slack | `0.851` |
| Worst Hold Class | `input pin to output port` |
| Fp util | `0.312` |
| Worst path slowest cell | `fa_1` |
| Routed via count | `2336` |
| Worst Path Max Fanout | `3` |
| RSZ-0062 raised after global routing | `false` |
| Rows | `38` |
| Global placement routability congestion | `0.765` |
| CP Launch Type | `input pin` |
| Chip Area, Yosys | `3430 µm²` |
| Worst Path Arrival | `10.09 ns` |
| Synthesized instance count | `339` |
| Register area | `0 µm²` |
| Syn-to-layout area delta | `44.8%` |
| Crit-path leading delay family | `adder cells` |
| Status | `complete, no violations` |
| Die X | `109 µm` |
| Setup TNS | `0 ns` |
| Avg Inst Size Synth | `10.1 µm²` |
| Die Y | `109 µm` |
| Yosys top cell by instances | `inv_1` |
| Largest net degree at the start of global routing | `6` |
| Via/cell ratio | `3.80` |
| Placeable core area | `11000 µm²` |
| Post-synth top area cell | `fa_1` |
| Placed Instances | `615` |
| Worst Tran Pin Value | `0.222 ns` |
| CP dominant cell by count | `fa_1` |
| Hold Vio Cnt, Final | `0` |
| Layout cells sized above 1 | `0.00211` |
| Synth warn | `1` |
| Final Non-Filler Cells | `615` |
| Max stage delay on crit path | `0.53 ns` |
| Seq share, synth | `0` |
| Count of buffers from port buffering | `136` |
| Top post-synthesis cells by count | `inv_1, fa_1, ha_1` |
| Synth Cell Area | `3430 µm²` |
| Crit path buf inv count | `12` |
| Final period util | `0.976` |
| Grt ovf | `0` |
| Final setup fails | `0` |
| Tmin final | `12.69 ns` |
| Avg WL per Cell | `8.85 µm` |
| Min-delay src | `in[2]` |
| Quantity of gates resized following cts | `0` |
| Layout filler cell count | `1026` |
| Residual DRC | `0` |
| F_max | `78.8 MHz` |
| Post-CTS Setup Inserts | `0` |
| Ys cells | `339` |
| First-pass GRT wire length | `9320 µm` |
| Drt initial violations | `10` |
| Antenna cell count | `0` |
| Hold Buf Count CTS | `0` |
| Seq cells | `0` |
| DP HPWL | `5740 µm` |
| Tool Warnings | `32` |
| Yosys cell types | `15` |
| DR pass1 iterations | `3` |
| Worst Setup SP | `in[107]` |
| Max-cap viol count | `0` |
| Top-area cell share | `0.672` |
| Antenna Nets Post-Route | `0` |
| Dpl cell area | `4960 µm²` |
| GRT Total Usage | `0.103` |
logic make-up (layout without fill, tap and decap cells):
kind of cell / after synthesis / in the layout / share of synthesized area
and+or+nand+nor: 3 / 3 / 0.00438
buffers and inverters: 179 / 315 / 0.196
xor gates and xnor gates: 5 / 5 / 0.0128
adders and majority gates: 140 / 140 / 0.763
AOI/OAI and AO/OA: 12 / 12 / 0.0237
per-stage QoR:
step	utilization	setup WS, ns
global placement	0.452	0.280
floorplan	-	1.45
detailed placement	0.452	0.272
finish	0.452	0.307
CTS	0.452	0.260
global route	0.452	0.0255
placed cells by master, fill, tap and decap left out, types with 2 or more instances in the layout:
cell type / count
a21o_1: 3
a21oi_1: 4
clkdlybuf4s50_1: 136
fa_1: 115
ha_1: 25
inv_1: 179
xnor2_1: 3
xor2_1: 2
worst paths after layout:
check                end  slack [ns]  cells past startpoint
setup / recovery  out[6]        0.31                     28
hold / removal    out[0]        6.23                      3
layer usage:
layer  part of all wire  vias to the layer above  track usage
met3              0.075                        0       0.0152
met2               0.50                       72        0.167
li1                   -                     1151            -
met1               0.43                     1113        0.165
met4                  0                        0            0
met5                  0                        -            0
area by class of cell:
cell class                      instances  area, µm²  share of cell area
Multi-Input combinational cell        160       2760               0.555
Timing Repair Buffer                  136       1360               0.274
Inverter                              179        672               0.135
Tap cell                              140        175              0.0353
worst min-delay path: stages:
cell	delay, ns
clkdlybuf4s50_1	0.46
ha_1	0.13
clkdlybuf4s50_1	0.44
